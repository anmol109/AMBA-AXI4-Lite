<file path="/design/flow/design.v">
module read_data_ms(ACLK, ARESETn, RVALID, RREADY, i_RDATA, o_RDATA, i_RRESP, o_RRESP);
input ACLK, ARESETn;
input RVALID, RREADY;
input [31:0] i_RDATA;
input [1:0] i_RRESP;
output [31:0] o_RDATA;
output [1:0] o_RRESP;
wire [31:0] w_RDATA;
wire [1:0] w_RRESP;
wire o_RVALID,o_RREADY;
read_data_slave data2 (ACLK, ARESETn, RVALID, o_RVALID, o_RREADY, i_RDATA, w_RDATA, i_RRESP, w_RRESP);
read_data_master data1 (ACLK, ARESETn ,o_RVALID, RREADY, o_RREADY, w_RDATA, o_RDATA, w_RRESP, o_RRESP);
endmodule
module read_data_master(ACLK, ARESETn ,RVALID, i_RREADY, o_RREADY, i_RDATA, o_RDATA, i_RRESP, o_RRESP);
input ACLK, ARESETn;
input RVALID, i_RREADY;
input [31:0] i_RDATA;   
input [1:0] i_RRESP;
output reg o_RREADY; 
output reg [1:0] o_RRESP;     
output reg [31:0] o_RDATA; 
always @ (posedge ACLK) begin
o_RRESP<=i_RRESP;
o_RDATA <= i_RDATA;
o_RREADY <= i_RREADY;
if(ARESETn)
begin
o_RREADY <= 0;
o_RDATA <= 0;
end
end
endmodule
module read_data_slave(ACLK, ARESETn, i_RVALID, o_RVALID, RREADY, i_RDATA, o_RDATA, i_RRESP, o_RRESP);
input ACLK, ARESETn;
input i_RVALID, RREADY;
input [31:0] i_RDATA;
input[1:0] i_RRESP;
output reg o_RVALID; 
output reg [1:0] o_RRESP; 
output reg [31:0] o_RDATA; 
always @ (posedge ACLK)
begin
o_RVALID <= i_RVALID;
if(ARESETn)
begin
o_RVALID <= 0;
o_RDATA <= 0;
end
else if(RREADY && o_RVALID)
begin
 o_RDATA <= i_RDATA;
 o_RRESP <= i_RRESP;
 end
else begin
 o_RDATA <= 32'b0;
 o_RRESP<=2'b0;
 end
end
endmodule
</file>
<file path="/design/flow/run.sh">
#!/bin/bash
# OpenROAD 26Q1-2900-gdf79404cd8, Yosys 0.63+post, stock flow scripts
make -C /OpenROAD-flow-scripts/flow DESIGN_CONFIG=/design/flow/config.mk WORK_HOME=/design/flow/orfs finish
</file>
<file path="/design/flow/config.mk">
export PLATFORM = sky130hd
export DESIGN_NAME = read_data_ms
export DESIGN_NICKNAME = read_data_ms
export VERILOG_FILES = /design/flow/design.v
export SDC_FILE = /design/flow/constraint.sdc
export NUM_CORES = 4
export LEC_CHECK = 1
export CORE_UTILIZATION = 40
</file>
<file path="/design/flow/constraint.sdc">
current_design read_data_ms

set clk_period 1.2
set clk_io_pct 0.2

create_clock -name clk0 -period $clk_period [get_ports {ACLK}]

set non_clock_inputs [all_inputs -no_clocks]
set_input_delay [expr $clk_period * $clk_io_pct] -clock clk0 $non_clock_inputs
set_output_delay [expr $clk_period * $clk_io_pct] -clock clk0 [all_outputs]
</file>
==> changes_impl.md <==
### Physical design

* CP max stage delay at 0.31 ns
* CP Launch Point: data1.o_RDATA[3]
* Row Count at 25
* Clk root buf: clkbuf_8
* Ys cells at 152
* Pleak at 1.41 nW
* Critical Path RT at 0.96 ns
* TritonCTS Buffers at 9
* Clock Power Share at 0.377
* Core area at 0.00485 mm2
* Number of logged tool warnings at 25
* Vias in the first global route at 1,199
* Cell area power density at 1410 mW/mm2
* Min Clock Period, post-route at 1.11 ns
* Most frequent cells in the layout: dfxtp_1 (62), clkdlybuf4s50_1 (36), nor2b_1 (34), dlygate4sd2_1 (34), and4b_1 (32)
* # diodes at 0
* Final Setup Violations at 0
* Cycle use final at 0.923
* Status: finished clean
* Detail Route Antenna Nets at 0
* Synth Instances at 152
* Sw power at 0.000856 W
* Grt ovf at 0
* Clock slew at reported path FFs at 0.07 ns
* R2R depth at 2
* CTS sink count at 70
* Longest Clk Path Bufs at 2
* Die x size at 73.7 um
* Post-CTS setup repair buffer count at 0
* Worst Tran Pin Value at 0.386 ns
* Wire per inst at 11.5 um
* Max cap viols at 0
* RR Endpoint: data2.o_RDATA[31]
* Crit-path cells: dlygate4sd2_1
* DRT Wirelength at 3430 um
* Post-synth design cell area at 0.00206 mm2
* Critical path type: reg2out
* Cell Type Count at 9
* Slowest CP cell: dfxtp_2
* Die H at 73.7 um
* Clk_skew at 0.00579 ns
* Total number of cells along the worst setup path at 1
* Sw frac at 0.205
* Hold Path Class: in2reg
* Via Count at 1,269
* FF-to-FF setup slack at 0.16 ns
* H-tree depth at 3
* CTS tree: built
* Final hold vios at 0
* Comb pwr share at 0.053
* Seq pwr share at 0.571
* Synth-to-layout area growth at 44.0%
* Drt pass-1 iters at 6
* CP Capture Type: primary output
* Max Slew Vio Count at 0
* Largest net degree at the start of global routing at 40
* # IOs at 72
* Worst vdd ir at 0.000728 V
* RSZ-0062 raised after global routing: no
* Capture point of the critical path: o_RDATA[3]
* Register bit total from synthesis at 70
* Final Wtd Congestion at 0.711
* Reg2reg start: data2.o_RVALID
* Final Instance Area at 0.00296 mm2
* Critical Path Source Type: register
* Layout cell share with drive strength beyond 1 at 0.116
* PortBufs at 71
* Fillers at 399
* Avg Synthesized Cell Area at 13.5 um2
* Setup TNS at 0 ns
* Worst slew margin at 0.742
* Crit path DAT at 0.87 ns
* Initial antenna violation count at 0
* Fp_density at 0.424
* Total GRT Usage at 0.136
* Util after Layout at 0.611
* Post-DP HPWL at 2290 um
* Internal power at 0.00331 W
* Late-Pin Clk Latency at 0.32 ns
* DRC viols at 0
* CP Max Fanout at 1
* Synth Warn # at 2
* Tot Pwr at 0.00417 W
* First-pass GRT wire length at 5460 um
* Placed inst area at 0.00283 mm2
* Seq/Total Area, Yosys at 0.691
* Chip area at 0.00543 mm2
* Yosys synthesis chip area at 0.00206 mm2
* Most numerous logic cell after layout: dfxtp_1
* WP buf/inv at 1
* Fmax at 903 MHz
* Hold Buf Count CTS at 0
* CP top delay family: flip-flops
* Iter 0 DRT Violations at 48
* Vias/cell at 4.24
==> metrics by stage <==
step | setup slack, ns | hold WS [ns] | std cells
CTS | 0.00880 | 0.300 | 299
finish | 0.0927 | 0.317 | 299
global placement | 0.0704 | 0.328 | 283
floorplan | 0.316 | 0.323 | 152
global route | 0.0497 | 0.321 | 299
detailed placement | 0.0222 | 0.335 | 283
==> timing repair <==
action | CTS | global route
setup endpoints to repair | 34 | 15
pin swaps | 0 | 0
endpoints found under the hold margin | 0 | 0
resized | 39 | 1
==> registers in the layout, indices dropped and copies added (netlist names) <==
name,cells
data1.o_RDATA,32
data2.o_RDATA,32
data1.o_RRESP,2
data2.o_RRESP,2
data1.o_RREADY,1
data2.o_RVALID,1
==> per-layer routing <==
| layer | wire length [um] | vias to the layer above | global-route usage | part of all wire |
|---|---|---|---|---|
| met3 | 253 | 6 | 0.0333 | 0.074 |
| met2 | 1420 | 49 | 0.190 | 0.42 |
| met5 | 0 | - | 0 | 0 |
| met1 | 1690 | 549 | 0.222 | 0.49 |
| li1 | - | 665 | - | - |
| met4 | 59 | 0 | 0.0363 | 0.017 |
==> cell type report <==
type                       count  area (um2)  area share
clock buffer                  12         145      0.0490
clock inverter                 4        22.5     0.00760
inverter                       1        3.75     0.00127
multi-input combinational     68         546       0.184
sequential                    70        1430       0.482
tap                           67        83.8      0.0283
timing repair buffer          77         733       0.247
==> how the worst min path moves through the flow <==
| stage | startpoint | endpoint | cells after the start |
|---|---|---|---|
| 4_1_cts | ARESETn | data1.o_RDATA[29] | 3 |
| 5_1_grt | ARESETn | data1.o_RDATA[29] | 3 |
| 6_report | ARESETn | data1.o_RDATA[24] | 3 |
==> power by group through the flow <==
| stage | clock network, W | logic (W) | registers, W |
|---|---|---|---|
| CTS | 0.00162 | 0.000222 | 0.00238 |
| global route | 0.00173 | 0.000237 | 0.00238 |
| finish | 0.00157 | 0.000220 | 0.00238 |
==> synth_stat cells (all sizes together) <==
| library cell | n | area share |
|---|---|---|
| dfxtp | 68 | 0.66 |
| buf | 13 | 0.042 |
| edfxtp | 2 | 0.029 |
| and3 | 2 | 0.0061 |
| inv | 1 | 0.0018 |
| nor2b | 34 | 0.10 |
| and4b | 32 | 0.16 |
==> cells by family after synthesis <==
family                 count (synthesis)  share of synthesized area
buffers and inverters                 14                     0.0438
DFF                                   70                      0.691
and+or+nand+nor                       68                      0.265
Power and IR drop assume default switching activity.

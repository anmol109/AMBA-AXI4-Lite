==> design/flow/design.v <==
module write_address_ms(ACLK, ARESETn, AWVALID, AWREADY, i_AWADDR, o_AWADDR, AWPROT);
input ACLK, ARESETn;
input AWREADY, AWVALID;
input [31:0] i_AWADDR;
input [2:0] AWPROT;
output [31:0]o_AWADDR;
wire o_AWREADY, o_AWVALID;
wire [31:0] w_AWADDR;
write_address_master addr_m(ACLK, ARESETn, AWVALID, o_AWVALID, o_AWREADY, i_AWADDR, w_AWADDR, AWPROT);
write_address_slave addr_s(ACLK, ARESETn, o_AWVALID, AWREADY, o_AWREADY, w_AWADDR, o_AWADDR);
endmodule
module write_address_master(ACLK, ARESETn,i_AWVALID, o_AWVALID, AWREADY, i_AWADDR, o_AWADDR, AWPROT);
	input ACLK;
	input ARESETn;
	input i_AWVALID;
	input AWREADY;
	output reg o_AWVALID;
	input [31:0] i_AWADDR;
	output reg [31:0] o_AWADDR;
	input [2:0] AWPROT;          
	always @(posedge ACLK) begin
		o_AWVALID <= i_AWVALID;
		if(ARESETn)
		begin
		o_AWADDR <= 32'b0;
		o_AWVALID <=1'b0;
		end
		if (o_AWVALID && AWREADY) 
		o_AWADDR <= i_AWADDR;
		else 
		o_AWADDR <= 32'b0;
	end
endmodule	
module write_address_slave(ACLK,ARESETn, AWVALID, i_AWREADY, o_AWREADY, i_AWADDR, o_AWADDR);
	input ACLK;
	input ARESETn;
	output reg o_AWREADY;
	input i_AWREADY;
	input AWVALID;
	input [31:0] i_AWADDR;
	output reg [31:0] o_AWADDR;
	always @(posedge ACLK) begin  
		o_AWREADY <= i_AWREADY;    
		if(ARESETn) begin
		o_AWADDR <= 32'b0;
		o_AWREADY <=1'b0;
		end
		if (AWVALID && o_AWREADY) 
		o_AWADDR <= i_AWADDR;
		else 
		o_AWADDR <= 32'b0;
	end
endmodule
==> design/flow/run.sh <==
#!/bin/bash
# OpenROAD 26Q1-2900-gdf79404cd8, Yosys 0.63+post, stock flow scripts
make -C /OpenROAD-flow-scripts/flow DESIGN_CONFIG=/design/flow/config.mk WORK_HOME=/design/flow/orfs finish
==> design/flow/config.mk <==
export PLATFORM = sky130hd
export DESIGN_NAME = write_address_ms
export DESIGN_NICKNAME = write_address_ms
export VERILOG_FILES = /design/flow/design.v
export SDC_FILE = /design/flow/constraint.sdc
export NUM_CORES = 4
export LEC_CHECK = 1
export CORE_AREA = 10 10 113 113
export DIE_AREA = 0 0 123 123
==> design/flow/constraint.sdc <==
current_design write_address_ms

set clk_period 1.9
set clk_io_pct 0.2

create_clock -name clk0 -period $clk_period [get_ports {ACLK}]

set non_clock_inputs [all_inputs -no_clocks]
set_input_delay [expr $clk_period * $clk_io_pct] -clock clk0 $non_clock_inputs
set_output_delay [expr $clk_period * $clk_io_pct] -clock clk0 [all_outputs]
==> impl_metrics.toml <==
# synthesis and place-and-route metrics
[sta]
skew_ps = 7.101
grt_setup_unrepaired = "no"
fin_setup_tns_ps = 0
whs_ps = 441.8
period_minus_slack_ps = 1504
relSlewSlack_pct = 68.47
fmax_mhz = 664.8
hold_viol = 0
worst_pin_slew_ps = 473.0
setup_viol = 0
min_period_over_period_pct = 79.17
drv_slew = 0

[flow_run]
drv_cap = 0
tool_warnings = 28

[cts]
cts_buffer_depth = 2
holdBufCountCts = 0
cts_buffers = 9
clock.latency.late_pin_ps = 330
cts_tree = "yes"
cts_setup_buffers = 0
cts.clk_slew.worst_paths_ps = 70
cts_root_buf = "clkbuf_8"
cts_sinks = 66
h-tree-depth = 3
cts_resized = 0

[floorplanning]
ios = 71
die_area_mm2 = 0.01513
fp_util_pct = 17.96
die_width_um = 123
core_mm2 = 0.01032
die_h_um = 123
row_count = 37

[layout]
drive_above_1_share_pct = 9.217
stdcell_count = 353
final_common_cell = "clkdlybuf4s50_1"
synthToLayoutAreaGrowth_pct = 53.44
final.fill_count = 1054
design_area_mm2 = 0.002845
layout_top_cells = "clkdlybuf4s50_1 (67), and3_1 (64), dfxtp_1 (64)"

[setup_path]
crit_required_ps = 1520
crit_buf_inv = 1
critPathKind = "reg -> out"
worst_path_max_delay_cell = "clkdlybuf4s50_1"
reg2reg_slack_ps = 780
cp_top_family = "buffers and inverters"
worstSetupStartpointType = "register"
crit_fanout = 1
critPathArrivalTime_ps = 1120
slowest_delay_ps = 490
endpoint_kind = "output pin"
timing.critical_path.cells = "clkdlybuf4s50_1"

[route]
ant_nets = 0
antenna_cells = 0
dr.pass1.iters = 4
viasPerCell = 3.436
first_iter_violations = 76
postRouteWirelength_um = 4161
via_count = 1213
drc_errors = 0
wl_per_cell_um = 11.79

[global_route]
grt_pass1_vias = 1253
antenna_found_initial = 0
grt_overflow = 0
grt_pass1_wl_um = 6472
grt_max_degree = 35
track_usage_pct = 5.443

[synthesis]
synth-area-yosys_mm2 = 0.001854
ys_seq_share_pct = 71.26
synth_warnings = 2
ys.flops = 66
netlist_area_mm2 = 0.001854
avgSynthCellArea_um2 = 12.70
ys_cells = 146
syn-instance-count = 146
ys_types = 5

[pwr]
pwr-share-clk_pct = 46.1
seq_power_share_pct = 50.1
swShare_pct = 20.30
power.density_mw_per_mm2 = 993.7
intPower_mw = 2.254
p_leak_nw = 1.295
ir_worst_vdd_mv = 0.2546
switchingPower_mw = 0.5739
comb_power_share_pct = 3.8

[status]
status = "finished clean"

[placed_design]
dp_cells = 337
io_buffers = 67
placed_cell_area_mm2 = 0.002618
finalWeightedCongestion = 0.7085

[worst_hold_path]
worstHoldPathType = "reg -> reg"
-- state kept, by name, indices dropped and copies added, names as in the netlist --
signal / cells
addr_m.o_AWVALID: 1
addr_s.o_AWADDR: 32
addr_m.o_AWADDR: 32
addr_s.o_AWREADY: 1
-- layout make-up --
type,instances,area [um2],share of cell area [%]
Multi-Input combinational cell,66,412.9,14.51
Tap cell,136,170.2,5.981
Timing Repair Buffer,69,710.7,24.98
Sequential cell,66,1324,46.53
Clock inverter,6,90.09,3.166
Clock buffer,10,137.6,4.837
-- stage by stage --
stage	power (mW)	util, %	setup WS, ps
3_5_place_dp	1.558	25.35	742.9
2_1_floorplan	1.482	-	1093
3_3_place_gp	1.555	25.35	741.5
6_report	2.827	27.56	395.8
5_1_grt	2.959	27.56	328.3
4_1_cts	2.890	27.56	352.3
-- power groups by stage --
stage	Sequential [mW]	Combinational [mW]	Clock [mW]
after CTS	1.42	0.109	1.36
after global routing	1.42	0.117	1.42
final	1.42	0.108	1.30
-- kinds of logic after synthesis --
group                  count (synthesis)  share of synthesized area [%]
and+or+nand+nor                       66                          22.27
buffers and inverters                 14                          6.478
DFF                                   66                          71.26
-- worst paths after layout --
kind	start	endpoint	cells past startpoint
worst max-delay path	addr_s.o_AWADDR[18]$_SDFF_PN0_	o_AWADDR[18]	1
worst min-delay path	addr_m.o_AWADDR[26]$_SDFF_PN0_	addr_s.o_AWADDR[26]$_SDFF_PN0_	1
worst max register to register	addr_m.o_AWVALID$_SDFF_PP0_	addr_m.o_AWADDR[21]$_SDFF_PN0_	2
worst min register to register	addr_m.o_AWADDR[26]$_SDFF_PN0_	addr_s.o_AWADDR[26]$_SDFF_PN0_	1
-- cells in the mapped netlist (all sizes together) --
cell type / instances / share of area (%)
and3: 64 / 22
dfxtp: 66 / 71
nor2b: 2 / 0.67
buf: 14 / 6.5
-- routing by layer --
layer	global-route usage [%]	up-vias	share of wire, %
met5	0	-	0
met1	7.334	538	45
li1	-	624	-
met2	7.865	43	43
met4	1.456	0	2.2
met3	2.451	8	10
Power is estimated from default activity; no workload was simulated.
